==> /design/flow/design.v <==
module NRegisterE(input clk, input reset,
    input [7:0] io_D,
    output[7:0] io_Q,
    input  io_enable
);
  wire[7:0] T0;
  wire[7:0] T1;
  wire[7:0] T2;
  wire vbool_0;
  wire T3;
  reg[0:0] vectreg_0;
  wire T4;
  wire T5;
  wire T6;
  wire T7;
  wire T8;
  wire[6:0] T9;
  wire vbool_1;
  wire T10;
  reg[0:0] vectreg_1;
  wire T11;
  wire T12;
  wire T13;
  wire T14;
  wire T15;
  wire[5:0] T16;
  wire vbool_2;
  wire T17;
  reg[0:0] vectreg_2;
  wire T18;
  wire T19;
  wire T20;
  wire T21;
  wire T22;
  wire[4:0] T23;
  wire vbool_3;
  wire T24;
  reg[0:0] vectreg_3;
  wire T25;
  wire T26;
  wire T27;
  wire T28;
  wire T29;
  wire[3:0] T30;
  wire vbool_4;
  wire T31;
  reg[0:0] vectreg_4;
  wire T32;
  wire T33;
  wire T34;
  wire T35;
  wire T36;
  wire[2:0] T37;
  wire vbool_5;
  wire T38;
  reg[0:0] vectreg_5;
  wire T39;
  wire T40;
  wire T41;
  wire T42;
  wire T43;
  wire[1:0] T44;
  wire vbool_6;
  wire T45;
  reg[0:0] vectreg_6;
  wire T46;
  wire T47;
  wire T48;
  wire T49;
  wire T50;
  wire vbool_7;
  wire T51;
  reg[0:0] vectreg_7;
  wire T52;
  wire T53;
  wire T54;
  wire T55;
  wire T56;
  assign io_Q = T0;
  assign T0 = T1;
  assign T1 = T2;
  assign T2 = {T9, vbool_0};
  assign vbool_0 = T3;
  assign T3 = vectreg_0;
  assign T4 = reset | T5;
  assign T5 = T6 & io_enable;
  assign T6 = reset == 1'h0;
  assign T7 = T5 ? T8 : 1'h0;
  assign T8 = io_D[1'h0:1'h0];
  assign T9 = {T16, vbool_1};
  assign vbool_1 = T10;
  assign T10 = vectreg_1;
  assign T11 = reset | T12;
  assign T12 = T13 & io_enable;
  assign T13 = reset == 1'h0;
  assign T14 = T12 ? T15 : 1'h0;
  assign T15 = io_D[1'h1:1'h1];
  assign T16 = {T23, vbool_2};
  assign vbool_2 = T17;
  assign T17 = vectreg_2;
  assign T18 = reset | T19;
  assign T19 = T20 & io_enable;
  assign T20 = reset == 1'h0;
  assign T21 = T19 ? T22 : 1'h0;
  assign T22 = io_D[2'h2:2'h2];
  assign T23 = {T30, vbool_3};
  assign vbool_3 = T24;
  assign T24 = vectreg_3;
  assign T25 = reset | T26;
  assign T26 = T27 & io_enable;
  assign T27 = reset == 1'h0;
  assign T28 = T26 ? T29 : 1'h0;
  assign T29 = io_D[2'h3:2'h3];
  assign T30 = {T37, vbool_4};
  assign vbool_4 = T31;
  assign T31 = vectreg_4;
  assign T32 = reset | T33;
  assign T33 = T34 & io_enable;
  assign T34 = reset == 1'h0;
  assign T35 = T33 ? T36 : 1'h0;
  assign T36 = io_D[3'h4:3'h4];
  assign T37 = {T44, vbool_5};
  assign vbool_5 = T38;
  assign T38 = vectreg_5;
  assign T39 = reset | T40;
  assign T40 = T41 & io_enable;
  assign T41 = reset == 1'h0;
  assign T42 = T40 ? T43 : 1'h0;
  assign T43 = io_D[3'h5:3'h5];
  assign T44 = {vbool_7, vbool_6};
  assign vbool_6 = T45;
  assign T45 = vectreg_6;
  assign T46 = reset | T47;
  assign T47 = T48 & io_enable;
  assign T48 = reset == 1'h0;
  assign T49 = T47 ? T50 : 1'h0;
  assign T50 = io_D[3'h6:3'h6];
  assign vbool_7 = T51;
  assign T51 = vectreg_7;
  assign T52 = reset | T53;
  assign T53 = T54 & io_enable;
  assign T54 = reset == 1'h0;
  assign T55 = T53 ? T56 : 1'h0;
  assign T56 = io_D[3'h7:3'h7];
  always @(posedge clk) begin
    if(reset) begin
      vectreg_0 <= 1'h0;
    end else if(T4) begin
      vectreg_0 <= T7;
    end
    if(reset) begin
      vectreg_1 <= 1'h0;
    end else if(T11) begin
      vectreg_1 <= T14;
    end
    if(reset) begin
      vectreg_2 <= 1'h0;
    end else if(T18) begin
      vectreg_2 <= T21;
    end
    if(reset) begin
      vectreg_3 <= 1'h0;
    end else if(T25) begin
      vectreg_3 <= T28;
    end
    if(reset) begin
      vectreg_4 <= 1'h0;
    end else if(T32) begin
      vectreg_4 <= T35;
    end
    if(reset) begin
      vectreg_5 <= 1'h0;
    end else if(T39) begin
      vectreg_5 <= T42;
    end
    if(reset) begin
      vectreg_6 <= 1'h0;
    end else if(T46) begin
      vectreg_6 <= T49;
    end
    if(reset) begin
      vectreg_7 <= 1'h0;
    end else if(T52) begin
      vectreg_7 <= T55;
    end
  end
endmodule
module NRAM(input clk, input reset,
    input [7:0] io_Dbus,
    output[7:0] io_Qbus_0,
    output[7:0] io_Qbus_1,
    input [1:0] io_ENbus
);
  wire T0;
  wire T1;
  wire[7:0] NRegisterE_1_io_Q;
  wire[7:0] NRegisterE_0_io_Q;
  assign T0 = io_ENbus[1'h1:1'h1];
  assign T1 = io_ENbus[1'h0:1'h0];
  assign io_Qbus_1 = NRegisterE_1_io_Q;
  assign io_Qbus_0 = NRegisterE_0_io_Q;
  NRegisterE NRegisterE_0(.clk(clk), .reset(reset),
       .io_D( io_Dbus ),
       .io_Q( NRegisterE_0_io_Q ),
       .io_enable( T1 )
  );
  NRegisterE NRegisterE_1(.clk(clk), .reset(reset),
       .io_D( io_Dbus ),
       .io_Q( NRegisterE_1_io_Q ),
       .io_enable( T0 )
  );
endmodule
==> /design/flow/run.sh <==
#!/bin/bash
# OpenROAD 26Q1-2900-gdf79404cd8, Yosys 0.63+post, stock flow scripts
make -C /OpenROAD-flow-scripts/flow DESIGN_CONFIG=/design/flow/config.mk WORK_HOME=/design/flow/orfs finish
==> /design/flow/config.mk <==
export PLATFORM = sky130hd
export DESIGN_NAME = NRAM
export DESIGN_NICKNAME = NRAM
export VERILOG_FILES = /design/flow/design.v
export SDC_FILE = /design/flow/constraint.sdc
export NUM_CORES = 4
export LEC_CHECK = 1
export CORE_AREA = 10 10 70 70
export DIE_AREA = 0 0 80 80
==> /design/flow/constraint.sdc <==
current_design NRAM

set clk_period 1.0
set clk_io_pct 0.2

create_clock -name clk0 -period $clk_period [get_ports {clk}]

set non_clock_inputs [all_inputs -no_clocks]
set_input_delay [expr $clk_period * $clk_io_pct] -clock clk0 $non_clock_inputs
set_output_delay [expr $clk_period * $clk_io_pct] -clock clk0 [all_outputs]
==> results_slide.txt <==
Physical Implementation Snapshot

Clocking
  • TritonCTS sink count: 16
  • Worst-Skew Late Latency: 0.28 ns
  • H-tree depth: 1
  • Max Buffers Root-to-Sink: 2
  • Clock-pin slew on the worst setup and hold paths: 0.09 ns
  • CTS tree: built
  • # hold bufs at CTS: 0
  • CTS root buffer: clkbuf_4
  • Number of buffers created by CTS: 3

Timing
  • Clock Skew: 0 ns
  • Max_slew headroom: 90.2%
  • RSZ-0062 raised after global routing: no
  • Endpoints failing setup: 0
  • Pin slew with the least headroom to its limit: 0.143 ns
  • Fmax: 1070 MHz
  • Final min period: 0.935 ns
  • Final Hold Viols: 0
  • Final period utilization: 93.5%
  • Final Slew Violations: 0
  • Hold Slack: 0.484 ns
  • Fin worst setup slack: 0.0652 ns
  • Setup tns final: 0 ns

Layout
  • Fill count: 371
  • Layout cell share with drive strength beyond 1: 49.4%
  • Multi-input logic area: 220 sq um
  • Register area: 340 sq um
  • Final cell count without fillers: 131
  • Area grow syn2layout: 29.9%

Pwr
  • Combinational power share: 15.9%
  • Net Sw Frac: 22.3%
  • Clock network fraction of design power: 26.9%
  • P_int: 0.000948 W
  • PD cells: 1340 mW/mm^2
  • Reg power frac: 57.2%
  • Switch Pwr: 0.000273 W
  • Max IR drop VDD: 0.479 mV
  • Pleak: 0.440 nW

GRT
  • Largest net degree at the start of global routing: 13
  • First-pass GRT wire length: 2420 microns
  • Initial antenna violation count: 0
  • Vias in the first global route: 469
  • Gr ovfl total: 0
  • Total GRT Usage: 4.82%

Setup path
  • Crit path max-delay family: buffers and inverters
  • Critical Path End Type: flip-flop
  • Worst-path cell chain: clkdlybuf4s50_1 > buf_12 > mux2i_1 > nor2_1
  • CP peak stage delay: 0.51 ns
  • Worst Path Arrival: 1.11 ns
  • Buffers & Inverters on Critical Path: 2
  • Slowest cell on crit path: clkdlybuf4s50_1
  • CP Class: primary input to flip-flop
  • Required @ worst endpoint: 1.17 ns
  • Worst setup SP type: primary input
  • Worst Path Max Fanout: 8

Place
  • # port buffers: 27
  • Dpl cells: 126
  • Place WS: -0.233 ns
  • Final Wtd Congestion: 0.718
  • Final HPWL from detailed placement: 1220 microns

Synthesis
  • Yosys chip area: 699 sq um
  • Post-synthesis cell area: 699 sq um
  • Ys flops: 16
  • Yosys cell count: 68
  • Syn Inst Count: 68
  • Synth Seq Share: 45.8%
  • Yosys warning count: 1
  • Synth cell types: 6
  • Mean post-synth cell area: 10.3 sq um

Outcome
  • Status: finished, final reports clean

Floorplan
  • Die width: 80 microns
  • Initial Utilization: 20.5%
  • Rows: 21
  • Die Y: 80 microns
  • Die Size: 0.00640 sq mm
  • Core Region: 0.00342 sq mm
  • IO Count: 28

Route
  • ANT cells: 0
  • Drt total wl: 1540 microns
  • Vias post-DR: 462
  • Routed vias/inst: 3.53
  • DRC viols: 0
  • Wire per inst: 11.7 microns
  • DRT iter0 DRCs: 6
  • Drt first pass iters: 4
  • Post-detailed-route count of antenna-violating nets: 0

Job
  • Tool warnings: 25
  • Max-cap viol count: 0

Min path
  • Hold WC Path Type: flip-flop to flip-flop
==> Yosys cell counts, drive strengths merged <==
| cell type | n | area [sq um] |
|---|---|---|
| buf | 19 | 154 |
| mux2i | 16 | 160 |
| clkbuf | 1 | 5.00 |
| dfxtp | 16 | 320 |
| nor2 | 16 | 60.1 |
==> final cells by class <==
type	count	share of cell area, %
clock buffers	3	2.48
well taps	46	6.34
flip-flops and latches	16	37.5
multi-input cells	32	24.2
repair buffers	34	29.5
==> logic make-up (layout without fill, tap and decap cells) <==
logic type / count (synthesis) / in the layout / share of synthesized area, %
flops: 16 / 16 / 45.8
buf+inv: 20 / 37 / 22.7
simple gates: 16 / 16 / 8.59
mux: 16 / 16 / 22.9
==> path summary, 6_finish.rpt <==
path | slack (ns) | start | endpoint | depth (start not counted)
worst min-delay path | 0.48 | NRegisterE_1.vectreg_7$_SDFFE_PP0P_ | NRegisterE_1.vectreg_7$_SDFFE_PP0P_ | 2
worst min register to register | 0.48 | NRegisterE_1.vectreg_7$_SDFFE_PP0P_ | NRegisterE_1.vectreg_7$_SDFFE_PP0P_ | 2
worst max-delay path | 0.07 | io_ENbus[0] | NRegisterE_0.vectreg_3$_SDFFE_PP0P_ | 4
worst max register to register | 0.27 | NRegisterE_0.vectreg_1$_SDFFE_PP0P_ | NRegisterE_0.vectreg_1$_SDFFE_PP0P_ | 3
==> routing by layer <==
metal	routed length (microns)	share of wire, %	vias to the layer above	GRT usage (%)
met1	730	47	205	5.95
li1	-	-	236	-
met3	127	8.3	2	2.50
met5	0	0	-	0
met4	13	0.84	0	0.352
met2	668	43	19	7.62
==> metrics by stage <==
stage | total power, W | cell area, sq um | util (%)
global route | 0.00131 | 908 | 26.6
detailed placement | 0.000935 | 931 | 27.3
CTS | 0.00127 | 933 | 27.3
global placement | 0.000931 | 931 | 27.3
finish | 0.00122 | 908 | 26.6
floorplan | 0.000830 | 699 | -
==> power groups by stage <==
stage / combinational (W) / clock, W / sequential, W
global route: 0.000214 / 0.000390 / 0.000704
finish: 0.000194 / 0.000328 / 0.000698
CTS: 0.000206 / 0.000363 / 0.000699
==> flip-flops by register name, summed over array words and instances (netlist names) <==
signal,count
NRegisterE_0.vectreg_0,1
NRegisterE_0.vectreg_1,1
NRegisterE_0.vectreg_2,1
NRegisterE_0.vectreg_3,1
NRegisterE_0.vectreg_4,1
NRegisterE_0.vectreg_5,1
NRegisterE_0.vectreg_6,1
NRegisterE_0.vectreg_7,1
NRegisterE_1.vectreg_0,1
NRegisterE_1.vectreg_1,1
NRegisterE_1.vectreg_2,1
NRegisterE_1.vectreg_3,1
NRegisterE_1.vectreg_4,1
NRegisterE_1.vectreg_5,1
NRegisterE_1.vectreg_6,1
NRegisterE_1.vectreg_7,1
==> cells in the final DEF, fill, tap and decap left out, drive strengths merged <==
| cell type | Yosys | layout |
|---|---|---|
| nor2 | 16 | 16 |
| mux2i | 16 | 16 |
| clkbuf | 1 | 8 |
| dfxtp | 16 | 16 |
| clkdlybuf4s50 | 0 | 11 |
| buf | 19 | 18 |
==> tightest hold or removal path, stage by stage (launching register included) <==
cell and delay, ns:
dfxtp_2 0.33, mux2i_1 0.05, nor2_1 0.07
==> what timing repair did <==
| action | in CTS | in global routing |
|---|---|---|
| endpoints found under the setup margin | 16 | 5 |
| buffers inserted | 2 | 0 |
| gates cloned | 0 | 0 |
| resized | 59 | 5 |
Power is estimated from default activity; no workload was simulated.
