## flow/config.mk

```make
export PLATFORM = sky130hd
export DESIGN_NAME = ShiftRegister8
export DESIGN_NICKNAME = ShiftRegister8
export VERILOG_FILES = /design/flow/design.v
export SDC_FILE = /design/flow/constraint.sdc
export NUM_CORES = 4
export LEC_CHECK = 1
export CORE_AREA = 10 10 70 70
export DIE_AREA = 0 0 80 80
```

## flow/constraint.sdc

```tcl
current_design ShiftRegister8

set clk_period 1.0
set clk_io_pct 0.2

create_clock -name clk0 -period $clk_period [get_ports {clk}]

set non_clock_inputs [all_inputs -no_clocks]
set_input_delay [expr $clk_period * $clk_io_pct] -clock clk0 $non_clock_inputs
set_output_delay [expr $clk_period * $clk_io_pct] -clock clk0 [all_outputs]
```

## flow/design.v

```verilog
module ShiftRegister8(input clk, input reset,
    input [7:0] io_in,
    input  io_enable,
    output[7:0] io_out
);
  wire[7:0] T0;
  reg[0:0] r0;
  wire T1;
  wire T2;
  wire T3;
  wire T4;
  wire T5;
  wire[6:0] T6;
  reg[0:0] r1;
  wire T7;
  wire T8;
  wire T9;
  wire[5:0] T10;
  reg[0:0] r2;
  wire T11;
  wire T12;
  wire T13;
  wire[4:0] T14;
  reg[0:0] r3;
  wire T15;
  wire T16;
  wire T17;
  wire[3:0] T18;
  reg[0:0] r4;
  wire T19;
  wire T20;
  wire T21;
  wire[2:0] T22;
  reg[0:0] r5;
  wire T23;
  wire T24;
  wire T25;
  wire[1:0] T26;
  reg[0:0] r6;
  wire T27;
  wire T28;
  wire T29;
  reg[0:0] r7;
  wire T30;
  wire T31;
  wire T32;
  assign io_out = T0;
  assign T0 = {T6, r0};
  assign T1 = reset | T2;
  assign T2 = T3 & io_enable;
  assign T3 = reset == 1'h0;
  assign T4 = T2 ? T5 : 1'h0;
  assign T5 = io_in[1'h0:1'h0];
  assign T6 = {T10, r1};
  assign T7 = reset | T2;
  assign T8 = T2 ? T9 : 1'h0;
  assign T9 = io_in[1'h1:1'h1];
  assign T10 = {T14, r2};
  assign T11 = reset | T2;
  assign T12 = T2 ? T13 : 1'h0;
  assign T13 = io_in[2'h2:2'h2];
  assign T14 = {T18, r3};
  assign T15 = reset | T2;
  assign T16 = T2 ? T17 : 1'h0;
  assign T17 = io_in[2'h3:2'h3];
  assign T18 = {T22, r4};
  assign T19 = reset | T2;
  assign T20 = T2 ? T21 : 1'h0;
  assign T21 = io_in[3'h4:3'h4];
  assign T22 = {T26, r5};
  assign T23 = reset | T2;
  assign T24 = T2 ? T25 : 1'h0;
  assign T25 = io_in[3'h5:3'h5];
  assign T26 = {r7, r6};
  assign T27 = reset | T2;
  assign T28 = T2 ? T29 : 1'h0;
  assign T29 = io_in[3'h6:3'h6];
  assign T30 = reset | T2;
  assign T31 = T2 ? T32 : 1'h0;
  assign T32 = io_in[3'h7:3'h7];
  always @(posedge clk) begin
    if(T1) begin
      r0 <= T4;
    end
    if(T7) begin
      r1 <= T8;
    end
    if(T11) begin
      r2 <= T12;
    end
    if(T15) begin
      r3 <= T16;
    end
    if(T19) begin
      r4 <= T20;
    end
    if(T23) begin
      r5 <= T24;
    end
    if(T27) begin
      r6 <= T28;
    end
    if(T30) begin
      r7 <= T31;
    end
  end
endmodule
```

## flow/run.sh

```bash
#!/bin/bash
# OpenROAD 26Q1-2900-gdf79404cd8, Yosys 0.63+post, stock flow scripts
make -C /OpenROAD-flow-scripts/flow DESIGN_CONFIG=/design/flow/config.mk WORK_HOME=/design/flow/orfs finish
```

==> impl_metrics.json <==
{
  "cts.sinks": 8,
  "mostFrequentLayoutCells": "9 x clkdlybuf4s50_1, 8 x and3b_1, 8 x buf_2, 8 x edfxtp_1, 4 x buf_4",
  "yosys.area_share.aoi_pct": 0,
  "highest_layer": "met4",
  "arrival_ns": 0.99,
  "start_kind": "primary input",
  "min_period_ns": 0.979,
  "overflow": 0,
  "drtIter0Drc": 1,
  "status": "finished, final reports clean",
  "pin_count": 19,
  "htreeDepth": 1,
  "drt-vias-per-instance": 2.66,
  "setup_viol": 0,
  "drc": 0,
  "die_w_um": 80,
  "critPathMaxFanout": 4,
  "first_global_vias": 263,
  "p_leak_nw": 0.254,
  "wl_um": 855,
  "synth.area.mux_share_pct": 0,
  "fp.dieH_um": 80,
  "ys_warn_count": 1,
  "cts_root_buffer": "clkbuf_4",
  "syn_avg_cell_area_um2": 15.1,
  "ir_worst_vdd_mv": 0.379,
  "grt_use_total_pct": 2.62,
  "fmax_mhz": 1020,
  "slew_headroom_pct": 90.7,
  "drv_cap": 0,
  "cp.required_ns": 1.01,
  "yosysSeqAreaShare_pct": 63.8,
  "p_per_area_nw_per_um2": 1290,
  "worstSetupPathType": "in -> reg",
  "fin_hold_ws_ns": 0.541,
  "num_rows": 21,
  "ctsHoldBuffers": 0,
  "vias": 234,
  "grt_max_degree": 9,
  "finalNonFillerCells": 88,
  "dieArea_um2": 6400,
  "cts_tree": "done",
  "fillers": 390,
  "numPortBuffers": 18,
  "ant_nets": 0,
  "place_inst": 85,
  "ys_sh_xor_pct": 0,
  "syn_area_um2": 377,
  "yosysCellCount": 25,
  "period_used_pct": 97.9,
  "grt_pass1_wl_um": 1260,
  "warnings": 25,
  "yosys.area_share.simple_pct": 20.3,
  "place_congestion": 0.686,
  "area_leaders": "edfxtp_1 64%, and3b_1 19%, buf_4 16%, or2_1 1.7%",
  "wl_met2_um": 245,
  "syn2layout_area_growth_pct": 50.2,
  "floorplan.core_util_pct": 11.0,
  "dp_hpwl_um": 764,
  "lay_top_count": "clkdlybuf4s50_1",
  "worstHoldPathType": "in -> reg",
  "synthCells": 25,
  "ys_seq_elements": 8,
  "logic_family": "simple AND/OR/NAND/NOR gates",
  "drive_gt1_share_pct": 35.7,
  "slew_violations": 0,
  "core_area_um2": 3420,
  "grt_antenna_before_repair": 0,
  "drtPass1Iterations": 3,
  "synthAdderAreaFrac_pct": 0,
  "wl_per_cell_um": 9.72,
  "clockBufferDepth": 2,
  "hold_violations": 0,
  "wl_met3_um": 133,
  "rsz0062_at_grt": "false",
  "synth_chip_area_um2": 377,
  "final_util_pct": 16.6,
  "top_area_cell": "edfxtp_1",
  "wl_met1_um": 435,
  "diodes": 0,
  "worst_pin_slew_ns": 0.139,
  "clkTransAtPathRegs_ns": 0.05,
  "top_cell_area_share_pct": 63.8,
  "cts_buffers": 3,
  "yosysUniqueCellTypes": 4,
  "end_kind": "flip-flop"
}
[cells by family after synthesis]
family	Yosys count
simple gates	9
flops	8
buf+inv	8
[sequential cells by signal, summed over array words and instances, names as in the netlist]
name / count
r1: 1
r5: 1
r2: 1
r3: 1
r4: 1
r7: 1
r0: 1
r6: 1
[report_power, final]
group          internal (mW)  switching [mW]  leakage [nW]
registers              0.399         0.00635        0.0860
logic                 0.0690          0.0294         0.154
clock network          0.136          0.0872        0.0138
[cell type report]
type,instances,area (um^2),share of cell area [%]
repair buffers,22,169,29.9
multi-input cells,9,76.3,13.5
flip-flops and latches,8,240,42.5
clock buffers,3,22.5,3.98
well taps,46,57.6,10.2
[Yosys cell counts]
master / number
edfxtp_1: 8
buf_4: 8
and3b_1: 8
or2_1: 1
[through the flow]
step | worst slack [ns] | setup TNS, ns | total power, mW | area (um^2)
5_1_grt | 0.0105 | 0 | 0.768 | 566
2_1_floorplan | 0.205 | 0 | 0.456 | 377
3_5_place_dp | -0.327 | -4.60 | 0.541 | 584
3_3_place_gp | -0.300 | -4.29 | 0.539 | 584
6_report | 0.0206 | 0 | 0.727 | 566
4_1_cts | 0.00851 | 0 | 0.743 | 566
[path summary, 6_finish.rpt]
path | slack [ns] | depth (start not counted) | end | start
max | 0.02 | 3 | r5 | io_enable
min | 0.54 | 2 | r0 | reset
[worst max-delay path, stage by stage]
cell and delay, ns:
clkdlybuf4s50_1 0.41, or2_1 0.22, buf_4 0.15
[metal layers]
| layer | global-route usage (%) | up-vias |
|---|---|---|
| li1 | - | 119 |
| met1 | 3.85 | 91 |
| met2 | 2.41 | 20 |
| met3 | 2.05 | 4 |
| met4 | 1.41 | 0 |
| met5 | 0 | - |
[what timing repair did]
| item | in CTS | in global routing |
|---|---|---|
| buffers inserted | 0 | 0 |
| setup endpoints to repair | 20 | 8 |
| pin swaps | 0 | 1 |
| gates resized | 29 | 0 |
| cloned | 0 | 0 |
No activity file was given, so power comes from the tool's default toggle rates.
